$ cat flow/run.sh
#!/bin/bash
# OpenROAD 26Q1-2900-gdf79404cd8, Yosys 0.63+post, stock flow scripts
make -C /OpenROAD-flow-scripts/flow DESIGN_CONFIG=/design/flow/config.mk WORK_HOME=/design/flow/orfs finish
$ cat flow/design.v
module decade_counter (
    input clk,
    input reset,         
    output reg [3:0] q);
    always @(posedge clk)begin
        if(reset || q==9)
            q <= 0;
        else
            q <= q + 1;
    end
endmodule
$ cat flow/constraint.sdc
current_design decade_counter

set clk_period 1.3
set clk_io_pct 0.2

create_clock -name clk0 -period $clk_period [get_ports {clk}]

set non_clock_inputs [all_inputs -no_clocks]
set_input_delay [expr $clk_period * $clk_io_pct] -clock clk0 $non_clock_inputs
set_output_delay [expr $clk_period * $clk_io_pct] -clock clk0 [all_outputs]
$ cat flow/config.mk
export PLATFORM = sky130hd
export DESIGN_NAME = decade_counter
export DESIGN_NICKNAME = decade_counter
export VERILOG_FILES = /design/flow/design.v
export SDC_FILE = /design/flow/constraint.sdc
export NUM_CORES = 4
export LEC_CHECK = 1
export CORE_AREA = 10 10 70 70
export DIE_AREA = 0 0 80 80
==> GITHUB_STEP_SUMMARY <==
### Yosys + OpenROAD results

| Metric | Value |
|---|---|
| Final Cycle Share | 89.3% |
| Max Cap Viol | 0 |
| Post-Syn Area | between 150 and 200 um2 |
| Detailed Route WL | between 500 and 600 um |
| HP Class | flip-flop to flip-flop |
| Via count | roughly 170 |
| Worst slew pin tran | approximately 0.20 ns |
| Max reg flops | 4 |
| Cts hold-fix bufs | 0 |
| Row count | 21 |
| 1st-iter DRT viols | 6 |
| Metal2 WL | 133 um |
| M1 wire length | 221 um |
| Final WS setup | about 0.14 ns |
| WL per Instance | 6.87 um |
| Synthesized instance count | 19 |
| Via density | between 2 and 2.5 |
| First-pass GRT wire length | around 770 um |
| H-tree Lvls | 1 |
| Clk slew on worst S/H paths | 0.04 ns |
| Fp_density | under 10% |
| CP Data Required Time | around 1.5 ns |
| Initial DRT Pass Iterations | 2 |
| DIE HEIGHT | approximately 80 um |
| Arr. time, crit path | around 1.3 ns |
| Initial antenna violation count | 0 |
| DR DRC count | 0 |
| Yosys reg bits | 4 |
| Synth-to-layout area growth | 87.5% |
| Power density cells | approximately 970 mW/mm2 |
| Largest net degree at the start of global routing | 7 |
| Diode count | 0 |
| # IOs | 6 |
| Peak supply drop | 218 uV |
| Hold slack | 0.454 ns |
| Met3 wire length | ~160 um |
| Cells in synth_stat.txt | 19 |
| YS chip area | ~180 um2 |
| Clk root buf | clkbuf_4 |
| Input/output buffers | 5 |
| Final ANT Viol Nets | 0 |
| Worst Setup End Kind | flip-flop |
| Status | finished, final reports clean |
| Startpoint types | flip-flop |
| Die area | between 0.006 and 0.007 mm2 |
| Top flop regs | q x4 |
| Placed cells | ~70 |
| Syn avg cell area | 9.48 um2 |
| Gr ovfl total | 0 |
| Fraction of layout cells with a size suffix above 1 | 31.0% |
| Sinks on the clock net | 4 |
| RSZ-0062 raised after global routing | no |
| Top reg by flops | q |
| Synth Warn # | 1 |
| Tmin final | 1.16 ns |
| Final Max Tran Viols | 0 |
| Placement Setup Slack | around 0.082 ns |
| CTS tree | built |
| Vias in the first global route | around 180 |
| Inserted Clock Buffers | 3 |
| Hold Fails Final Rpt | 0 |
| Design Area, Final | roughly 340 um2 |
| Static leakage | roughly 0.15 nW |
| Clock Skews | 0.00465 ns |
| Max Clock Freq | approximately 0.86 GHz |
| Fin cells | 75 |
| Cell Type Count | 13 |
| Setup CP Type | flip-flop to flip-flop |
| Core Box Area | 0.00342 mm2 |
| Post-route setup TNS | 0 ns |
| GPL Wtd Cong | roughly 0.69 |
| Late-Pin Clk Latency | between 0.2 and 0.25 ns |
| GRT Total Usage | ~1.8% |
| # setup viols final | 0 |
| Placed cell area | between 200 and 300 um2 |
| Top layer in use | met3 |
| Synth Seq Share | about 44% |
| Largest buffer count on any clock path | 2 |
| Log Warnings | 26 |
| Worst rel slew slack | 86.9% |
| CP max FO | 5 |
| Die width | 80 um |
-- final timing paths --
check        slack [ns]  startpoint  depth (start not counted)    to
max                0.14        q[1]                          4  q[3]
max reg2reg        0.14        q[1]                          4  q[3]
min reg2reg        0.45        q[0]                          1  q[0]
min                0.45        q[0]                          1  q[0]
-- synthesized netlist by cell type, drive strengths merged --
cell type  instances  share of area (%)
a21oi              1                2.8
a31oi              1                3.5
dfxtp              4                 44
ha                 2                 14
inv                1                2.1
nand2              2                4.2
nand3              1                2.8
nand3b             1                4.2
nand4b             1                4.9
nor2               2                4.2
o21bai             1                4.2
or2b               1                4.2
or3b               1                4.9
-- critical path: stages (launching register included) --
cell and delay, ns:
dfxtp_2 0.35, inv_1 0.05, ha_1 0.18, or3b_1 0.35, a31oi_1 0.16
-- layer usage --
layer	global-route usage, %	vias to the layer above
met5	0	-
met4	0.352	0
met3	3.64	0
met2	1.69	9
met1	1.46	69
li1	-	87
-- cell type report --
class,count,area [um2]
multi-input combinational,14,96.3
sequential,4,90.1
inverter,1,3.75
fill,402,3080
clock buffer,3,22.5
tap,46,57.6
timing repair buffer,7,67.6
-- cells by family after synthesis --
group,synth area share (%)
buffers and inverters,2.08
AND/OR/NAND/NOR,29.2
adder cells (fa/ha/maj),13.9
flip-flops,44.4
AND-OR/OR-AND,10.4
-- power by group --
part | internal, W | leakage [nW] | switching [W]
sequential | 0.000131 | 0.0350 | 0.00000856
combinational | 0.0000216 | 0.105 | 0.0000152
clock | 0.000103 | 0.0138 | 0.0000471
-- layout by cell type (no fill, tap or decap), types with 2 or more instances in the layout --
master	instances
ha_1	2
nor2_1	2
nand2_1	2
dlymetal6s2s_1	2
dfxtp_4	2
clkbuf_4	3
dfxtp_2	2
buf_4	2
dlygate4sd2_1	2
-- through the flow --
stage,util [%],total power [W]
after floorplan,-,0.000155
after global placement,8.42,0.000179
after detailed placement,8.42,0.000180
after CTS,9.74,0.000333
after global routing,9.89,0.000358
final,9.89,0.000327
-- repair_timing --
| item | 4_1_cts | 5_1_grt |
|---|---|---|
| setup endpoints to repair | 4 | 2 |
| gates cloned | 0 | 0 |
| setup buffers | 2 | 0 |
| gates resized | 8 | 2 |
No activity file was given, so power comes from the tool's default toggle rates.
